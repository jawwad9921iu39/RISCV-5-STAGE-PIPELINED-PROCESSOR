==> flow/design.v <==
module MEM_WB (
input clk, rst, MemtoReg_in, jmp_in, regWE_in,
input [4:0] rd_in,
input [31:0] alu_result_in, read_mem_data_in, pc_in,
output reg MemtoReg_out, jmp_out, regWE_out,
output reg [4:0] rd_out,
output reg [31:0] alu_result_out, read_mem_data_out, pc_out
);
always@(posedge clk or posedge rst) begin
if(rst) begin
	 MemtoReg_out <= 0;
	 regWE_out <= 0;
	 jmp_out <= 0;
	 rd_out <= 0; 
	 alu_result_out <= 0; 
         read_mem_data_out <= 0;
	 pc_out <= 0;
end
else begin
	 MemtoReg_out <= MemtoReg_in;
	 jmp_out <= jmp_in;
	 regWE_out <= regWE_in;
	 rd_out <= rd_in; 
	 alu_result_out <= alu_result_in; 
	 read_mem_data_out <= read_mem_data_in;
	 pc_out <= pc_in;
     end 
  end
endmodule
==> flow/run.sh <==
#!/bin/bash
# OpenROAD 26Q1-2900-gdf79404cd8, Yosys 0.63+post, stock flow scripts
make -C /OpenROAD-flow-scripts/flow DESIGN_CONFIG=/design/flow/config.mk WORK_HOME=/design/flow/orfs finish
==> flow/config.mk <==
export PLATFORM = sky130hd
export DESIGN_NAME = MEM_WB
export DESIGN_NICKNAME = MEM_WB
export VERILOG_FILES = /design/flow/design.v
export SDC_FILE = /design/flow/constraint.sdc
export NUM_CORES = 4
export LEC_CHECK = 1
export CORE_UTILIZATION = 40
==> flow/constraint.sdc <==
current_design MEM_WB

set clk_period 1.0
set clk_io_pct 0.2

create_clock -name clk0 -period $clk_period [get_ports {clk}]

set non_clock_inputs [all_inputs -no_clocks]
set_input_delay [expr $clk_period * $clk_io_pct] -clock clk0 $non_clock_inputs
set_output_delay [expr $clk_period * $clk_io_pct] -clock clk0 [all_outputs]
==> flow_summary_export.csv <==
group,metric,value,unit
synth,top_logic_kind,"buffers and inverters",
worst_setup_path,worstPathMaxFanout,1,
floorplan,rows,29,
synth,ys_cells,105,
outcome,violations,"setup timing",
floorplan,die_h,82.7,um
run,maxCapViolCount,0,
outcome,status,"finished, violations left",
clocking,postCtsSetupBuffers,0,
worst_setup_path,critPathBufInv,1,
clocking,clk_path_buf_depth,2,
route,drtIter0Drc,68,
route,antenna_cells,0,
worst_setup_path,critPathSlowestCell,"dfrtp_1",
worst_setup_path,critPathLaunch,"pc_out[6]",
synth,synth-simple-area-share,0,%
floorplan,die-width,82.7,um
sta,fin_ws,-0.120,ns
clocking,cts-resized-gates,326,
cells_and_area,seq_area,2600,um2
sta,slew_viol_final,0,
grt,grt_use_met1,29.7,%
cells_and_area,final_cell_area,4540,um2
pwr,power_density,1740,nW/um2
floorplan,dieArea,6840,um2
synth,xor_share,0,%
pwr,leakage,2.16,nW
floorplan,initial_utilization,41.3,%
placement,dp.cells,394,
pwr,vdd_ir_drop_max,0.000980,V
clocking,cts_inserted_buffers,9,
pwr,fin_total_pwr,7.88,mW
route,wirelength,7350,um
worst_setup_path,crit_cells,1,
worst_setup_path,crit_family,"flip-flops",
synth,synth-compound-area-share,0,%
grt,grt_first_pass_wirelength,9710,um
min_path,hp-class,"input port to register",
synth,largest_area_cell,"dfrtp_1",
route,dr.pass1.iters,4,
synth,syn_inst,105,
grt,antenna_found_initial,0,
placement,placed_cell_area,4850,um2
grt,met2_usage,32.0,%
sta,finalHoldViolations,0,
grt,grt_max_degree,50,
sta,max-slew-margin-rel,83.6,%
route,vias,1720,
floorplan,core-area,6310,um2
grt,grt_use_met3,13.2,%
sta,worst_pin_slew,0.245,ns
placement,io_buffers,209,
synth,ys.flops,104,
grt,grt_util_all_layers,21.9,%
grt,busiest_layer,"met2",
worst_setup_path,slowest_delay,0.42,ns
worst_setup_path,critPathArrivalTime,0.92,ns
synth,synth_top_area_share,99.9,%
min_path,hold_depth,1,
synth,ys_chip_area,2610,um2
clocking,root_buffer,"clkbuf_8",
placement,dpl.hpwl,5400,um
cells_and_area,final-comb-area,0,um2
worst_setup_path,worstPathRequired,0.80,ns
synth,ys_warn_count,1,
cells_and_area,final_common_cell,"clkdlybuf4s50_1",
clocking,ctsHoldBuffers,0,
synth,synth_seq_share,99.9,%
cells_and_area,areaGrowthSynthToFinish,74.1,%
cells_and_area,nFillCells,444,
cells_and_area,fin_cells,410,
floorplan,io_pins,210,
route,final_antenna_net_count,0,
worst_setup_path,worstSetupPathType,"register to output pin",
cells_and_area,layout-drive-gt1-share,36.6,%
route,drcViolationCount,0,
synth,adder_share,0,%
sta,fmaxAchievable,893,MHz
run,warning_count,29,
synth,ys_types,2,
synth,avgSynthCellArea,24.8,um2
sta,timing.final.crit_share,112,%
route,routed_via_density,4.20,
synth,synthesis.area,2610,um2
synth,mux_share,0,%
synth,top_cells_by_area,"dfrtp_1, inv_1",
sta,setup_violations,104,
clocking,cts_tree,"done",
cells_and_area,lay_top_cells,"clkdlybuf4s50_1, dfrtp_1, buf_2",
placement,place_congestion,0.772,
clocking,cts.sinks,104,
route,wl_per_cell,17.9,um
grt,gr-total-overflow,0,
sta,fin_crit,1.12,ns
sta,timing.hold.ws,0.270,ns
cells_and_area,nMultiInputCombCells,0,
grt,grt_pass1_vias,1689,
worst_setup_path,endpoint,"pc_out[6]",
worst_setup_path,end_kind,"output pin",
clocking,ctsHtreeMaxLevel,3,
clocking,clkTransAtPathRegs,0.09,ns
worst_setup_path,start_kind,"register",
worst_setup_path,path_cells,"buf_2",
sta,rsz0062_at_grt,"true",
routing by layer:
| metal | share of wire (%) | vias up |
|---|---|---|
| met5 | 0 | - |
| met4 | 2.1 | 0 |
| met3 | 17 | 12 |
| met2 | 47 | 141 |
| met1 | 34 | 803 |
| li1 | - | 764 |
how the worst min path moves through the flow:
stage,from,endpoint,slack (ns)
after CTS,pc_in[26],pc_out[26],0.26
final,pc_in[1],pc_out[1],0.27
after global routing,alu_result_in[0],alu_result_out[0],0.24
cells by family after synthesis:
kind of cell	after synthesis
buffers and inverters	1
DFF	104
where the power goes:
part | total, mW | switching, mW | internal, mW
clock | 2.73 | 1.32 | 1.41
combinational | 0.687 | 0.180 | 0.507
sequential | 4.46 | 0.0497 | 4.41
synth_stat cells:
cell / count
inv_1: 1
dfrtp_1: 104
final cells by class:
cell class / count / area share [%]
flip-flops and latches: 104 / 57.3
inverters: 1 / 0.165
well taps: 77 / 2.12
clock buffers: 11 / 2.89
repair buffers: 212 / 35.7
clock inverters: 5 / 1.79
metrics by stage:
step	utilization [%]	worst slack (ns)	TNS, ns
6_report	71.9	-0.120	-3.00
5_1_grt	71.9	-0.155	-8.44
4_1_cts	71.9	-0.116	-4.67
3_5_place_dp	76.8	-0.0289	-0.0428
3_3_place_gp	76.8	-0.0275	-0.0538
2_1_floorplan	-	-0.446	-46.34
sequential cells by signal, summed over array words and instances, names as in the netlist:
register	count
MemtoReg_out	1
alu_result_out	32
jmp_out	1
pc_out	32
rd_out	5
read_mem_data_out	32
regWE_out	1
Power and IR drop assume default switching activity.
