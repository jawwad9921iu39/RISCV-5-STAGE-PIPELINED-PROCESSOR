[./design.v]
module ALU (Result, A, B, alu_op);
output reg [31:0] Result;
input [31:0] A,B;
input [3:0] alu_op;
wire signed A_signed = A;
wire signed B_signed = B;
wire ZF;
always@(*)
begin
case(alu_op)
	4'b0000: Result <= A + B;
	4'b0001: Result <= A - B;
	4'b0010: Result <= A * B;
	4'b0011: Result <= A / B;
	4'b0100: Result <= A & B;
	4'b0101: Result <= A | B;
	4'b0110: Result <= A ^ B;
	4'b0111: Result <= A << B[4:0];
	4'b1000: Result <= A >> B[4:0];
	4'b1001: Result <= (A==B) ? 1:0;
	4'b1010: Result <= (A<B) ? 1:0;
	4'b1011: Result <= (A>=B)? 1:0;
	4'b1100: Result <= (A+B) & 32'hFFFFFFFE;
	4'b1101: Result <= A_signed >>> B_signed;
	4'b1110: Result <= (A_signed < B_signed) ? 1:0;
	4'b1111: Result <= A_signed >= B_signed ? 1:0;
default: Result <= 32'b0;
endcase
end
assign ZF = ~(Result&Result);
endmodule
[./constraint.sdc]
current_design ALU

set clk_period 253.8
set clk_io_pct 0.2

create_clock -name clk0 -period $clk_period

set non_clock_inputs [all_inputs -no_clocks]
set_input_delay [expr $clk_period * $clk_io_pct] -clock clk0 $non_clock_inputs
set_output_delay [expr $clk_period * $clk_io_pct] -clock clk0 [all_outputs]
[./run.sh]
#!/bin/bash
# OpenROAD 26Q1-2900-gdf79404cd8, Yosys 0.63+post, stock flow scripts
make -C /OpenROAD-flow-scripts/flow DESIGN_CONFIG=/design/flow/config.mk WORK_HOME=/design/flow/orfs finish
[./config.mk]
export PLATFORM = sky130hd
export DESIGN_NAME = ALU
export DESIGN_NICKNAME = ALU
export VERILOG_FILES = /design/flow/design.v
export SDC_FILE = /design/flow/constraint.sdc
export NUM_CORES = 4
export LEC_CHECK = 1
export CORE_UTILIZATION = 30
==> results.txt <==
fresh numbers from the pnr run: total of max-cap violations 1, GRT Overall Usage 31.3%, Seq/Total Area, Yosys 0%, Layout Utilization 32.8%, Max FO, Critical Path 33, Sequential cell area 0 um^2, synthesized instance count 7332, Row Count 153, Seq Cell Count 0, Die H 420 um, Post-CTS Resized 0, Final Wtd Congestion 1.11, Sw Share 59.1%, Crit path top cell by count ha_1, drt drc 0, CP Data Required Time 203.04 ns, critical path arrival 136.71 ns, Hold Crit Class in -> out, Pint 250 uW, number of synthesis warnings 1, postcts setup bufs 0, Post-Route WL 273000 um, die width 420 um, fp_density 30.2%, core area 174000 um^2, CP Class in -> out, max-slew violations 1, max_slew headroom -0.449%, initial antenna violation count 15, Worst Setup End Kind primary output, clock buf count 0, wire length per cell 28.2 um, via count 57400, CP peak stage delay 1.28 ns, failing checks capacitance limit, slew limit, sum of negative setup slack 0 ns, dpl ws 68.59 ns, Chip Footprint 176000 um^2, final setup margin 66.33 ns, share of cells above drive strength 1 7.18%, # Cells Yosys 7332, distinct lib cells 111, port bufs 100, peak supply drop 0.0252 mV, largest net degree at the start of global routing 62, Worst Min Path Start alu_op[1], drt first pass iters 7, Log Warnings 102, Psw 361 uW, RSZ-0062 raised after global routing false, count leader, synth nand2_1, top cells, area ha_1, fa_1, nand2_1, inv_1, nor2_1, GRT overflow 0, Lkg Pwr 0.0264 uW, cts hold-fix bufs 0, Fin. Hold Viols 0, Mean Syn Cell Area 7.15 um^2, Via-to-Cell Ratio 5.93, Max stage delay cell, worst path nor3_1, hold slack 103.10 ns, Fmax 5.33 MHz, synthesis-to-finish area growth 8.76%, IO Pins 100, run status complete, but fails checks, hold path cells 4, YS chip area 52400 um^2, global-route wire length before repair 389000 um, startpoint class of the critical path input port, area leader, netlist ha_1, fin crit share 73.9%, clock period minus worst slack 187.47 ns, Final setup viols 0, Top-area cell share 17.9%, hold endpoint Result[0], commonest cells in the netlist nand2_1, ha_1, inv_1, nor2_1, a21oi_1, Initial DRC Count 5158, ratio of total power to cell area 10.7 nW/um^2, vias in the first global route 55000, Slew @ Worst Pin 1.50 ns, synthesized area 52400 um^2, final antenna-violating net count 0, DPL Wire Length 218000 um
[worst max-delay path by stage]
stage / from / endpoint / slack [ns] / cells past startpoint
4_1_cts: B[20] / Result[0] / 68.24 / 291
6_report: B[20] / Result[0] / 66.33 / 292
5_1_grt: B[20] / Result[0] / 61.70 / 292
[placed cells by master, fill, tap and decap left out, types with 59 or more instances in the layout]
cell               n
nor2b_1           70
ha_1             752
mux2i_1          103
xnor2_1          278
nand2b_1          60
o21a_1            96
a21o_1           162
buf_4            250
inv_1            692
o211ai_1         105
o21ai_0          379
nand3_1          151
mux2_2            82
fa_1             410
a21oi_1          521
nor2_1           696
nand4_1           66
clkdlybuf4s50_1   90
or3_1             59
xor2_1           184
nor3_1           159
a211oi_1          60
nand2_1          931
a31oi_1           89
[cell families (layout without fill, tap and decap cells)]
group	after synthesis	count (layout)	share of synthesized area, %
simple gates	2452	2452	21.1
compound gates	1991	1991	25.3
fa+ha+maj	1162	1162	33.6
buf+inv	1057	1066	7.60
xor+xnor	462	462	7.72
mux	208	208	4.70
other cells	0	8	0
[power groups by stage]
| stage | combinational [uW] | clock, uW | sequential (uW) |
|---|---|---|---|
| CTS | 603 | 0 | 0 |
| global route | 672 | 0 | 0 |
[per-layer routing]
layer  up-vias  track usage, %  part of all wire, %
met4        16            19.7                  8.0
met1     27500            39.0                   38
met2      3145            45.8                   42
met3       863            11.3                   12
met5         -           0.139                0.041
li1      25900               -                    -
[worst max-delay path: cells and delay by family]
kind	cells	cell delay, ns
fa+ha+maj	31	10.00
mux	5	1.74
buf+inv	24	6.10
compound gates	146	45.71
simple gates	86	22.11
[through the flow]
stage               power [uW]  cell area, um^2  std cells
global placement           599            57000       9666
detailed placement         596            57000       9666
floorplan                  416            52400       7332
CTS                        603            57000       9666
finish                     611            57000       9674
global route               672            57000       9666
[area by class of cell]
type	instances	area, um^2
inverter	716	2700
tap	2325	2910
fill	18500	117000
antenna	8	20.0
multi-input combinational	6275	48500
timing repair buffer	350	2840
Power figures rest on the tool's default switching activity, not on a simulated workload.
